<file path="flow/config.mk">
export PLATFORM = sky130hd
export DESIGN_NAME = F_D_reg
export DESIGN_NICKNAME = F_D_reg
export VERILOG_FILES = /design/flow/design.v
export SDC_FILE = /design/flow/constraint.sdc
export NUM_CORES = 4
export LEC_CHECK = 1
export CORE_AREA = 10 10 173 173
export DIE_AREA = 0 0 183 183
</file>
<file path="flow/constraint.sdc">
current_design F_D_reg

set clk_period 6.0
set clk_io_pct 0.2

create_clock -name clk0 -period $clk_period [get_ports {clk}]

set non_clock_inputs [all_inputs -no_clocks]
set_input_delay [expr $clk_period * $clk_io_pct] -clock clk0 $non_clock_inputs
set_output_delay [expr $clk_period * $clk_io_pct] -clock clk0 [all_outputs]
</file>
<file path="flow/run.sh">
#!/bin/bash
# OpenROAD 26Q1-2900-gdf79404cd8, Yosys 0.63+post, stock flow scripts
make -C /OpenROAD-flow-scripts/flow DESIGN_CONFIG=/design/flow/config.mk WORK_HOME=/design/flow/orfs finish
</file>
<file path="flow/design.v">
module F_D_reg #(
    parameter DATA_WIDTH = 32
) (
    input  logic clk,
    input  logic rst,
    input  logic F_D_en,
    input  logic CTRL_Flush,
    input  logic [DATA_WIDTH-1:0] F_instr,
    input  logic [DATA_WIDTH-1:0] F_pc_out,
    input  logic [DATA_WIDTH-1:0] F_pc_out4,
    output logic [DATA_WIDTH-1:0] D_instr,
    output logic [DATA_WIDTH-1:0] D_pc_out,
    output logic [DATA_WIDTH-1:0] D_pc_out4,
    input   logic                  F_prediction_made,
    input   logic                  F_predicted_taken,
    input   logic [DATA_WIDTH-1:0] F_btb_PCtarget,
    output  logic                  D_prediction_made,
    output  logic                  D_predicted_taken,
    output  logic [DATA_WIDTH-1:0] D_btb_PCtarget
);
    always_ff @(posedge clk) begin
        if (rst || CTRL_Flush) begin
            D_instr <= 32'b0;
            D_pc_out <= 32'b0;
            D_pc_out4 <= 32'b0;
            D_predicted_taken <= 1'b0;
            D_prediction_made <= 1'b0;
            D_btb_PCtarget <= 32'b0;
        end else if (F_D_en) begin
            D_instr <= F_instr;
            D_pc_out <= F_pc_out;
            D_pc_out4 <= F_pc_out4;
            D_predicted_taken <= F_predicted_taken;
            D_prediction_made <= F_prediction_made;
            D_btb_PCtarget <= F_btb_PCtarget;
        end
    end
endmodule
</file>
==> flow_summary.yaml <==
# synthesis and place-and-route metrics
status:
  outcome: "finished, final reports clean"
placed_design:
  hpwlAfterDp_mm: 11.00
  gp_congestion: 0.7564
  place_area_mm2: 0.007481
  port_buffers: 263
  place_ws_ns: 2.630
  dp_cells: 991
clock_tree:
  htreeDepth: 4
  clk_latency_ns: 0.40
  clkTransAtPathRegs_ns: 0.05
  cts_setup_buffers: 0
  cts-buffers-inserted: 17
  cts_root_buffer: "clkbuf_16"
  post_cts_resized: 0
  clkSinkCount: 130
  clockBufferDepth: 2
  hold_buffers: 0
  cts_tree: "built"
final_timing:
  fin_ws_ns: 3.120
  tightest_slew_ns: 0.7801
  clock_skew_ns: 0
  timing.hold.ws_ns: 0.4861
  setup_violations: 0
  slew_headroom_pct: 47.99
  setup_tns_ns: 0
  hold_viol_final: 0
  slew_violations: 0
  rsz0062_at_grt: "no"
  period_minus_slack_ns: 2.880
  fmax_ghz: 0.3472
  period_used_pct: 48.01
drt:
  wl_per_cell_um: 14.84
  first_pass_iters: 4
  dr.first_iter.drc_count: 129
  ant_nets: 0
  antenna_cells: 0
  drt-total-wl_mm: 15.16
  post_drt_via_cell_ratio: 3.614
  drc: 0
  vias: 3690
cells_and_area:
  area_growth_pct: 72.92
  post-route-util_pct: 30.72
  drive_above_1_share_pct: 4.373
  fin_cells: 1021
  design_area_mm2: 0.008029
  nFillCells: 2703
critical_path:
  crit_start: "CTRL_Flush"
  cp.required_ns: 6.26
  reg2reg_depth: 2
  rr_startpoint: "D_pc_out[5]$_SDFFE_PP0P_"
  cp-start-kind: "primary input"
  path_class: "in2reg"
  crit_arrival_ns: 3.14
  regToRegSetupSlack_ns: 5.36
  crit_end: "D_pc_out[16]$_SDFFE_PP0P_"
  path_max_fanout: 66
  end_kind: "register"
  r2r-end: "D_pc_out[5]$_SDFFE_PP0P_"
power:
  power_leakage_nw: 3.246
  switching_power_mw: 0.4589
  pwr-share-seq_pct: 42.6
  swShare_pct: 21.60
  fin_total_pwr_mw: 2.124
  max-vdd-ir-drop_mv: 0.1345
  power_density_mw_per_mm2: 264.5
  power_frac_comb_pct: 11.3
  internal-power_mw: 1.665
  p_clk_share_pct: 46.0
synth:
  ys_seq_share_pct: 56.05
  top_cell_area_share_pct: 56.05
  netlist_instances: 421
  ys_warn_count: 1
  synthFlopType: "dfxtp_1"
  numSynthFlops: 130
  synth-async-reset-ratio_pct: 0
  edf_count: 0
  synth_top_cell_by_area: "dfxtp_1"
  top_cells_by_count: "dfxtp_1 (130), mux2i_1 (130), nor2_1 (130)"
  ys_cells: 421
  yosysUniqueCellTypes: 8
  avgSynthCellArea_um2: 11.03
  ys_area_mm2: 0.004643
  syn_area_mm2: 0.004643
  top_cells_by_area: "dfxtp_1 (56%), mux2i_1 (28%), nor2_1 (11%), buf_6 (2.9%), buf_4 (1.6%)"
global_routing:
  grt_usage_pct: 8.800
  grt_pass1_wl_mm: 23.07
  overflow: 0
  antenna_found_initial: 0
  grt_pass1_vias: 3843
  grt_max_degree: 78
die:
  core_area_mm2: 0.02613
  die_h_um: 183
  die_w_um: 183
  initCoreUtil_pct: 17.77
  die_area_mm2: 0.03349
  ios: 264
  row_count: 59
min_path:
  worstHoldPathType: "reg2reg"
flow_run:
  cap_violations: 0
  warning_count: 25
[cells by family after synthesis]
logic type | Yosys count | synth area share, %
simple gates | 131 | 10.64
flops | 130 | 56.05
mux | 130 | 28.02
buf+inv | 30 | 5.281
[layout make-up]
class / instances / area (um2) / area share [%]
clock buffer: 25 / 495.5 / 6.171
tap: 335 / 419.2 / 5.221
multi-input combinational: 261 / 1798 / 22.39
sequential: 130 / 2603 / 32.41
clock inverter: 5 / 52.55 / 0.6545
timing repair buffer: 265 / 2661 / 33.15
[metal layers]
| metal | part of all wire [%] | vias to the layer above | routed length (um) | global-route usage, % |
|---|---|---|---|---|
| met3 | 12 | 9 | 1748 | 4.682 |
| met4 | 1.2 | 0 | 178 | 1.082 |
| met5 | 0 | - | 0 | 0 |
| met1 | 40 | 1640 | 6009 | 10.34 |
| met2 | 48 | 141 | 7218 | 14.40 |
| li1 | - | 1900 | - | - |
[layout by cell type (no fill, tap or decap), drive strengths merged]
master	count
buf	3
bufinv	1
clkbuf	25
clkdlybuf4s50	262
clkinv	3
clkinvlp	1
dfxtp	130
mux2i	130
nor2	130
or2	1
[worst min path at each step]
| stage | endpoint | depth (start not counted) | startpoint |
|---|---|---|---|
| finish | D_pc_out4[26]$_SDFFE_PP0P_ | 2 | D_pc_out4[26]$_SDFFE_PP0P_ |
| global route | D_pc_out4[9]$_SDFFE_PP0P_ | 2 | D_pc_out4[9]$_SDFFE_PP0P_ |
| CTS | D_prediction_made$_SDFFE_PP0P_ | 2 | D_prediction_made$_SDFFE_PP0P_ |
[critical path: stages]
cell and delay, ns:
clkdlybuf4s50_1 0.47, or2_4 0.60, buf_4 0.68, nor2_1 0.11
[state kept, by name, summed over array words and instances, names as in the netlist]
register	flops
D_btb_PCtarget	32
D_instr	32
D_pc_out	32
D_pc_out4	32
D_predicted_taken	1
D_prediction_made	1
[power by group through the flow]
stage	Combinational (mW)	Clock (mW)	Sequential, mW
5_1_grt	0.262	1.07	0.909
4_1_cts	0.247	1.03	0.906
6_report	0.241	0.977	0.906
No activity file was given, so power comes from the tool's default toggle rates.
