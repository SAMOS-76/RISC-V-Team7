==> design.v <==
module alu #(parameter WIDTH = 32)(
    input  logic [WIDTH-1:0] inA,
    input  logic [WIDTH-1:0] inB,
    input  logic [3:0]       alu_op,
    output logic             zero,
    output logic [WIDTH-1:0] result
);
    always @(*) begin
        case(alu_op)
            4'b0000: result = inA + inB;
            4'b1000: result = inA - inB;
            4'b0001: result = inA << inB[4:0];  
            4'b0010: result = ($signed(inA) < $signed(inB)) ? {{(WIDTH-1){1'b0}},{1'b1}} : {(WIDTH){1'b0}};    
            4'b0011: result = (inA < inB) ? {{(WIDTH-1){1'b0}},{1'b1}} : {(WIDTH){1'b0}};  
            4'b0100: result = inA ^ inB;
            4'b0101: result = inA >> inB[4:0];  
            4'b1101: result = $signed(inA) >>> inB[4:0];  
            4'b0110: result = inA | inB;
            4'b0111: result = inA & inB;
            4'b1010: result = inA * inB;                                           
            4'b1011: result = 32'((64'(($signed(inA))) * 64'(($signed(inB)))) >> 32);   
            4'b1100: result = 32'((64'(($signed(inA))) * 64'(inB)) >> 32);              
            4'b1001: result = 32'((64'(inA) * 64'(inB)) >> 32);
            default: result = {WIDTH{1'b0}};
        endcase
    end
    assign zero = ~(| result[WIDTH-1:0]);
endmodule
module branch_comparator (
    input  logic        zero,           
    input  logic        alu_result_0,   
    input  logic [2:0]  branchType,
    input  logic        Branch,
    output logic        branch_taken
);
    typedef enum logic [2:0] {
        BEQ  = 3'b000,
        BNE  = 3'b001,
        BLT  = 3'b100,
        BGE  = 3'b101,
        BLTU = 3'b110,
        BGEU = 3'b111
    } branch_t;
    always_comb begin
        branch_taken = 1'b0;
        if (Branch) begin
            case (branchType)
                BEQ:  branch_taken = zero;            
                BNE:  branch_taken = ~zero;           
                BLT:  branch_taken = ~zero;           
                BGE:  branch_taken = zero;            
                BLTU: branch_taken = ~zero;           
                BGEU: branch_taken = zero;            
                default: branch_taken = 1'b0;
            endcase
        end
    end
endmodule
module div #(
    parameter DATA_WIDTH = 32
)(
    input  logic clk,
    input  logic [DATA_WIDTH-1:0] dividend,
    input  logic [DATA_WIDTH-1:0] divisor,
    output logic [DATA_WIDTH-1:0] quotient,
    output logic [DATA_WIDTH-1:0] remainder,
    output logic is_finished,
    input  logic is_unsigned,
    input  logic triggered
);
    logic                     is_running;
    logic [5:0]               cycle;
    logic [DATA_WIDTH-1:0]    dividend_register;
    logic [DATA_WIDTH-1:0]    divider_register;
    logic [DATA_WIDTH-1:0]    quotient_reg;
    logic [DATA_WIDTH-1:0]    remainder_reg;
    logic                     signed_result;
    logic                     signed_remainder;
    logic [DATA_WIDTH-1:0]    possible_remainder;
    assign possible_remainder = {remainder_reg[DATA_WIDTH-2:0], dividend_register[DATA_WIDTH-1]};
    always_ff @(posedge clk) begin
        if (triggered && !is_running && !is_finished) begin
            if (divisor == 0) begin
                is_finished     <= 1;
                is_running   <= 0;
                quotient  <= is_unsigned ? 32'h7FFFFFFF : 32'hFFFFFFFF;
                remainder <= dividend;
            end 
            else begin
                is_running <= 1;
                is_finished   <= 0;
                cycle <= 0;
                if (!is_unsigned) begin
                    signed_remainder    <= dividend[DATA_WIDTH-1];
                    signed_result <= dividend[DATA_WIDTH-1] ^ divisor[DATA_WIDTH-1];
                    dividend_register <= dividend[DATA_WIDTH-1] ? -dividend : dividend;
                    divider_register  <= divisor[DATA_WIDTH-1]  ? -divisor  : divisor;
                end 
                else begin
                    dividend_register <= dividend;
                    divider_register  <= divisor;
                    signed_remainder       <= 0;
                    signed_result    <= 0;
                end
                quotient_reg <= '0;
                remainder_reg <= '0;
            end
        end
        else if (is_running) begin
            if (cycle < 32) begin
                dividend_register <= {dividend_register[DATA_WIDTH-2:0], 1'b0};
                if (possible_remainder >= divider_register) begin
                    remainder_reg <= possible_remainder - divider_register;
                    quotient_reg <= {quotient_reg[DATA_WIDTH-2:0], 1'b1};
                end
                else begin
                    remainder_reg <= possible_remainder;
                    quotient_reg <= {quotient_reg[DATA_WIDTH-2:0], 1'b0};
                end
                cycle <= cycle + 1;
            end
            else begin
                is_running <= 0;
                is_finished   <= 1;
                if (!is_unsigned) begin
                    quotient  <= signed_result ? -quotient_reg : quotient_reg;
                    remainder <= signed_remainder    ? -remainder_reg : remainder_reg;
                end 
                else begin
                    quotient  <= quotient_reg;
                    remainder <= remainder_reg;
                end
            end
        end
        else if (!triggered && is_finished) begin
            is_finished <= 0;
        end
    end
endmodule
module execute #(
    parameter DATA_WIDTH = 32
) (
    input  logic clk,
    input  logic [3:0]            alu_control,
    input  logic                  ALUSrcA,
    input  logic                  ALUSrcB,
    input  logic                  PCTargetSrc,
    input  logic                  Branch,
    input  logic [2:0]            branchType,
    input  logic [DATA_WIDTH-1:0] PC,
    input  logic [DATA_WIDTH-1:0] rs1,
    input  logic [DATA_WIDTH-1:0] rs2,
    input  logic [DATA_WIDTH-1:0] imm_ext,
    input  logic                  is_div,
    output logic [DATA_WIDTH-1:0] ALUResult,
    output logic [DATA_WIDTH-1:0] PCTarget,
    output logic                  branch_taken,
    output logic                  div_stall_flag
);
    logic [DATA_WIDTH-1:0] op1;
    logic [DATA_WIDTH-1:0] op2;
    logic [DATA_WIDTH-1:0] PCoperand;
    logic                  ALUlsb;
    logic                  zero;
    logic [DATA_WIDTH-1:0] alu_out;
    logic [DATA_WIDTH-1:0] quotient;
    logic [DATA_WIDTH-1:0] remainder; 
    logic div_done;
    logic div_unsigned;
    always_comb begin : ALU_Operand_select
        op1 = ALUSrcA ? PC : rs1;
        op2 = ALUSrcB ? imm_ext : rs2;    
    end 
    alu alu(
        .inA(op1),
        .inB(op2),
        .alu_op(alu_control),
        .zero(zero),
        .result(alu_out)
    );
    assign ALUlsb = ALUResult[0];
    assign div_unsigned = alu_control[0];
    div div(
        .clk(clk),
        .triggered(is_div),
        .dividend(op1),
        .divisor(op2),
        .is_unsigned(div_unsigned),
        .quotient(quotient),
        .remainder(remainder),
        .is_finished(div_done)
    );
    assign div_stall_flag = (is_div) && !div_done;
    always_comb begin
        ALUResult = alu_out;
        if (is_div) begin
            if (div_done) begin
                if (alu_control[3] == 1'b0) 
                    ALUResult = remainder;
                else
                    ALUResult = quotient;
            end
        end
    end
    branch_comparator branchComparator (
        .zero(zero),
        .alu_result_0(ALUlsb),
        .branchType(branchType),
        .Branch(Branch),
        .branch_taken(branch_taken)
    );
    always_comb begin : PC_target_adder
        PCoperand = PCTargetSrc ? rs1 : PC;
        PCTarget  = PCoperand + imm_ext;
    end
endmodule
==> run.sh <==
#!/bin/bash
# OpenROAD 26Q1-2900-gdf79404cd8, Yosys 0.63+post, stock flow scripts
make -C /OpenROAD-flow-scripts/flow DESIGN_CONFIG=/design/flow/config.mk WORK_HOME=/design/flow/orfs finish
==> config.mk <==
export PLATFORM = sky130hd
export DESIGN_NAME = execute
export DESIGN_NICKNAME = execute
export VERILOG_FILES = /design/flow/design.v
export SDC_FILE = /design/flow/constraint.sdc
export NUM_CORES = 4
export LEC_CHECK = 1
export CORE_UTILIZATION = 50
==> constraint.sdc <==
current_design execute

set clk_period 59.7
set clk_io_pct 0.2

create_clock -name clk0 -period $clk_period [get_ports {clk}]

set non_clock_inputs [all_inputs -no_clocks]
set_input_delay [expr $clk_period * $clk_io_pct] -clock clk0 $non_clock_inputs
set_output_delay [expr $clk_period * $clk_io_pct] -clock clk0 [all_outputs]
==> run notes <==
Notes on the physical implementation.

- The cell occurring most often along the worst timing path is fa_1, for reference.
- The clock passes through at most 3 buffers.
- The CTS sink count is approximately 200, for reference.
- Once routing completed, OpenROAD measured the worst setup slack at between 20000 and 25000 ps.
- In the synthesized netlist, the cells that appear most often are inv_1 (2836), fa_1 (2279), nand2_1 (1097).
- Entering global routing, the biggest net connects around 67 pins.
- The worst-case max-slew headroom was logged as 4.34%.
- The fmax is between 20 and 30 MHz, for reference.
- The via total after detailed routing is approximately 86000, for reference.
- Routing resource usage on met3 recorded by global route was between 30% and 40%.
- After Yosys synthesis, and, or, nand and nor cells account for 11.7% of the synthesized area.
- The worst setup path is captured at a primary output.
- The flow ran to the end, and the final reports show no timing, DRC or antenna violations.
- The final clock period utilization by the worst path is roughly 65%, for reference.
- Summing all multiplexer cells gives an area fraction of between 2 and 3%.
- The number of antenna violations at the first check in global routing is 57, for reference.
- For this run the top cell type by instance count after synthesis was inv_1.
- For this run, the total global-route usage over all layers was measured as 51.5%.
- The area share of the largest cell type after synthesis is between 40% and 50%, for reference.
- The share of the yosys chip area belonging to registers is roughly 6%, for reference.
- In the CTS report, the clock slew at the register clock pins of the worst setup and hold paths is listed as roughly 60 ps.
- The report lists the number of cells resized after CTS as 0.
- The met2 global-route usage is roughly 69%, for reference.
- The synthesized design contains around 200 enable-type register cells.
- From bottom edge to top edge, the die measures roughly 460 um.
- Per the placement log, port buffering inserted 206 buffers.
- Yosys reported a register bit count of 202.
- Nets still carrying antenna violations after routing amount to 0.
- Synthesis produced a netlist whose cell count is 11500.
- The kind of critical path is in -> out, for reference.
- The post-synth design cell area is around 0.10 mm^2, for reference.
- The OpenROAD report gives the critical path a required time of about 48000 ps.
- The clock period could shrink to between 30000 and 40000 ps.
- In the post-synthesis netlist, the biggest area contributors are fa_1 (44%), inv_1 (10%), ha_1 (10%).
- For this run, design rule violations remaining after detail routing come to 0.
- TritonCTS built the clock tree.
- The kind of start point of the critical path is an input port, for reference.
- The area taken by sequential standard cells is reported as slightly above 0.006 mm^2.
- The number of warnings issued by yosys is 4, for reference.
- The master of the slowest instance on the critical path is a211oi_1, for reference.
- The remaining global-route overflow is 0, for reference.
- The worst hold path belongs to the class reg -> reg.
- The root buffer cell is clkbuf_16, for reference.
- The worst setup slack before clock tree synthesis is roughly 21000 ps, for reference.
- In this run the number of H-tree levels came out at 1.
- The DRC violation total after the first TritonRoute iteration is between 6000 and 7000, for reference.
- The first global-routing pass estimated roughly 680000 um of wire.
- The region available for standard cell placement spans between 0.2 and 0.25 mm^2.
- The fraction of met1 tracks used by global routing is 62.3%, for reference.
- In this run the count of I/O pins placed on the die edge is 207.
- The biggest cell delay along the critical path is ~1000 ps, for reference.
- Buffers added to address setup during post-CTS repair amount to 0.
- The xor and xnor area share after synthesis is between 2 and 2.5%, for reference.
- The final timing report lists a hold violation count of 0.
- Setup repair after global routing left no endpoint under its margin.
- Per the Yosys statistics, synthesis produced 11500 cells.
- The number of placement rows is 165, for reference.
- The post-synthesis chip area from yosys is ~0.10 mm^2, for reference.
- Pins over their slew limit in the final report were tallied at 0.
- Setup total negative slack on the finished layout was measured at 0 ps.
- The final setup violation count is 0, for reference.
- The detailed router reported a total wirelength of ~480000 um.
- The flow measured a signed area growth from synthesis to layout of 7.03%.
- The most used flip-flop cell after synthesis is edfxtp_1.
- Across the routed clock network, the largest skew measured is ~21 ps.
- The iteration tally of the first detailed-router pass is 7, for reference.
- In the final layout, the fill cell count is between 15000 and 20000.
- The post-synthesis cell type with the largest combined area is fa_1, for reference.
- Counting the buffers created by CTS gives 19.
- The number of distinct library cells after synthesis is approximately 98, for reference.
- The number of global-route vias before repair is slightly above 90000, for reference.
- The skew report gives the latency at the later pin of the worst-skew pair as approximately 520 ps.
- The slew at the pin closest to its max-slew limit is roughly 1400 ps, for reference.
- The die span in x is between 400 and 500 um, for reference.
- The count of max-cap constraint violations is 0, for reference.
- Per the layout area report, the combinational gate area comes to ~0.084 mm^2.
- At the worst endpoint, the arrival time is around 27000 ps.
- The main logic family after synthesis is adder cells, for reference.
- The mean area per synthesized cell is about 9 um^2, for reference.
- The core utilization at floorplan is around half, for reference.
- The detailed-route vias per instance is between 6 and 7, for reference.
- The count of hold-fix buffers inserted at cts is 0, for reference.
- In this run the full chip footprint comes out at 0.207 mm^2.
- The report shows a maximum critical-path fanout of 16.
- The fraction of layout instances using a drive strength above 1 is under 10%, for reference.
- The number of OpenROAD warnings is around 92, for reference.
- The aoi/oai-family share of the synthesized area is slightly above 10%, for reference.
- The per-cell routed wire length is between 30 and 40 um, for reference.
- RePlAce ended its routability-driven mode at a weighted congestion of 1.13.
- After legalization and detailed placement, the total HPWL measured 399000 um.
- The most used routing layer in global routing is met2, for reference.
- Of all flip-flops after synthesis, the portion carrying an async set or reset was 0%.
- The final report gives the core utilization as a little over half.
- The arithmetic-cell share of the synthesized area counting full adders, half adders and majority gates is 54.5%, for reference.
==> metal layers <==
| layer | share of wire (%) | vias to the layer above |
|---|---|---|
| li1 | - | 36200 |
| met1 | 33 | 42800 |
| met2 | 42 | 5549 |
| met3 | 15 | 1570 |
| met4 | 9.4 | 85 |
| met5 | 0.37 | - |
==> area by class of cell <==
cell class | count | area share [%]
Antenna cell | 54 | 0.123
Clock buffer | 23 | 0.446
Clock inverter | 11 | 0.0603
Inverter | 2875 | 9.82
Multi-Input combinational cell | 7974 | 76.9
Sequential cell | 202 | 5.51
Tap cell | 2672 | 3.04
Timing Repair Buffer | 530 | 4.13
==> cell usage in the layout (no fill, tap or decap), types with 22 or more instances in the layout <==
cell type and count:
inv_1 2832, fa_1 2278, nand2_1 1097, nor2_1 898, ha_1 822, a21oi_1 450
buf_4 320, o21ai_0 308, xnor2_1 210, edfxtp_1 201, clkdlybuf4s50_1 201, mux2i_1 144
nor3_1 128, nand3_1 127, a21o_1 109, a211oi_1 94, nand4_1 86, xor2_1 75
mux2i_4 68, and2_1 67, o22ai_1 60, a31oi_1 55, diode_2 54, and3_1 50
o211ai_1 47, nor4_1 46, nor2b_1 45, o31ai_1 44, o21bai_1 44, or3_1 44
o21a_1 42, nand2b_1 40, inv_2 33, mux2_2 33, a22oi_1 29, o221ai_1 27
a221oi_1 26, a211o_1 26, a2111oi_0 25, o2111ai_1 22
==> cells by family (layout without fill, tap and decap cells) <==
| group | count (synthesis) | in the layout |
|---|---|---|
| other cells | 0 | 54 |
| mux | 255 | 255 |
| compound gates | 1596 | 1596 |
| xor+xnor | 285 | 285 |
| simple gates | 2737 | 2737 |
| flops | 202 | 202 |
| buf+inv | 3362 | 3439 |
| fa+ha+maj | 3101 | 3101 |
==> final timing paths <==
path | from | endpoint | slack (ps) | cells after the start
setup / recovery | rs1[2] | branch_taken | 20860 | 33
hold / removal | div.dividend_register[24] | div.dividend_register[25] | 520 | 2
setup reg to reg | div.remainder_reg[0] | div.remainder_reg[3] | 54570 | 16
hold reg to reg | div.dividend_register[24] | div.dividend_register[25] | 520 | 2
==> metrics by stage <==
| step | instance area, um^2 | hold WS, ps | cells |
|---|---|---|---|
| after floorplan | 103000 | 495 | 11500 |
| after global routing | 110000 | 539 | 14300 |
| after global placement | 109000 | 502 | 14300 |
| after CTS | 110000 | 524 | 14300 |
| after detailed placement | 109000 | 512 | 14300 |
| final | 110000 | 520 | 14300 |
==> worst max-delay path: cells and delay by family <==
family / cells / cell delay [ps]
simple gates: 8 / 2420
mux: 2 / 410
fa+ha+maj: 9 / 5120
compound gates: 7 / 3800
buf+inv: 7 / 3070
