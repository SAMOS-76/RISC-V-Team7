===== /design/flow/run.sh =====
#!/bin/bash
# OpenROAD 26Q1-2900-gdf79404cd8, Yosys 0.63+post, stock flow scripts
make -C /OpenROAD-flow-scripts/flow DESIGN_CONFIG=/design/flow/config.mk WORK_HOME=/design/flow/orfs finish

===== /design/flow/config.mk =====
export PLATFORM = sky130hd
export DESIGN_NAME = decode
export DESIGN_NICKNAME = decode
export VERILOG_FILES = /design/flow/design.v
export SDC_FILE = /design/flow/constraint.sdc
export NUM_CORES = 4
export LEC_CHECK = 1
export CORE_UTILIZATION = 40

===== /design/flow/constraint.sdc =====
current_design decode

set clk_period 24.5
set clk_io_pct 0.2

create_clock -name clk0 -period $clk_period [get_ports {clk}]

set non_clock_inputs [all_inputs -no_clocks]
set_input_delay [expr $clk_period * $clk_io_pct] -clock clk0 $non_clock_inputs
set_output_delay [expr $clk_period * $clk_io_pct] -clock clk0 [all_outputs]

===== /design/flow/design.v =====
module alu_decoder(
    input  logic [1:0] aluOp,
    input  logic [2:0] funct3,
    input  logic       funct7_5,
    input  logic [6:0] opcode,        
    output logic [3:0] aluControl
);
    always_comb begin
        case (aluOp)
            2'b00: aluControl = 4'b0000;   
            2'b01: begin   
                case (funct3)
                    3'b000, 3'b001: aluControl = 4'b1000;   
                    3'b100, 3'b101: aluControl = 4'b0010;   
                    3'b110, 3'b111: aluControl = 4'b0011;   
                    default: aluControl = 4'b0000;
                endcase
            end
            2'b10: begin   
                case (funct3)
                    3'b000: begin
                        if (opcode == 7'b0110011 && funct7_5)
                            aluControl = 4'b1000;   
                        else
                            aluControl = 4'b0000;   
                    end
                    3'b001: aluControl = 4'b0001;   
                    3'b010: aluControl = 4'b0010;   
                    3'b011: aluControl = 4'b0011;   
                    3'b100: aluControl = 4'b0100;   
                    3'b101: begin
                        if (funct7_5)
                            aluControl = 4'b1101;   
                        else
                            aluControl = 4'b0101;   
                    end
                    3'b110: aluControl = 4'b0110;   
                    3'b111: aluControl = 4'b0111;   
                    default: aluControl = 4'b0000;
                endcase
            end
            2'b11:begin
                case (funct3)
                    3'b000: aluControl = 4'b1010;  
                    3'b001: aluControl = 4'b1011;  
                    3'b010: aluControl = 4'b1100;  
                    3'b011: aluControl = 4'b1001;  
                    3'b100: aluControl = 4'b1110;  
                    3'b101: aluControl = 4'b1111;  
                    3'b110: aluControl = 4'b0110;  
                    3'b111: aluControl = 4'b0111;  
                    default: aluControl = 4'b0000;
                endcase
            end
            default: aluControl = 4'b0000;
        endcase
    end
endmodule
module control_unit (
    input  logic [31:0] instr,
    output logic [3:0]  ALUControl,
    output logic        ALUSrcB,
    output logic        ALUSrcA,
    output logic        MemWrite,     
    output logic        RegWrite,     
    output logic [1:0]  ResultSrc,  
    output logic [2:0]  ImmSrc,
    output logic [1:0]  memSize,       
    output logic        mem_signed,    
    output logic        PCTargetSrc,   
    output logic        Branch,      
    output logic        Jump,        
    output logic [2:0]  branchType,   
    output logic        is_div
);
    logic [6:0] opcode;
    logic [2:0] funct3;
    logic       funct7_5;   
    assign opcode   = instr[6:0];
    assign funct3   = instr[14:12];
    assign funct7_5 = instr[30];
    logic [1:0] aluOp;
    logic branch_taken;
    always_comb begin
        RegWrite    = 1'b0;     
        ResultSrc   = 2'b00;    
        ALUSrcA     = 1'b0;      
        ALUSrcB     = 1'b0;     
        MemWrite    = 1'b0;     
        memSize     = 2'b10;    
        mem_signed  = 1'b0;     
        ImmSrc      = 3'b000;   
        Branch      = 1'b0;     
        Jump        = 1'b0;     
        branchType  = 3'b000;   
        aluOp       = 2'b00;    
        PCTargetSrc = 1'b0;     
        is_div      = 1'b0;
        case (opcode)
            7'b0110011: begin   
                RegWrite  = 1'b1;
                ResultSrc = 2'b00;   
                ALUSrcB   = 1'b0;    
                aluOp     = 2'b10;
                if (instr[31:25] == 7'b0000001) begin  
                    aluOp = 2'b11;
                    case (funct3)
                        3'b100, 3'b101, 3'b110, 3'b111: begin
                            is_div = 1'b1;
                        end
                        default: begin
                            is_div = 1'b0;
                        end
                    endcase
                end
            end
            7'b1100011: begin   
                Branch     = 1'b1;       
                ALUSrcB    = 1'b0;      
                ImmSrc     = 3'b010;     
                aluOp      = 2'b01;
                branchType = funct3;     
            end
            7'b0000011: begin  
                RegWrite  = 1'b1;
                ResultSrc = 2'b01;
                ALUSrcB   = 1'b1;
                case(funct3)
                    3'b000: begin
                        memSize    = 2'b00;
                        mem_signed = 1'b1;
                    end
                    3'b001: begin 
                        memSize    = 2'b01;
                        mem_signed = 1'b1;
                    end
                    3'b010: memSize = 2'b10;
                    3'b100: begin  
                        memSize     = 2'b00;
                    end
                    3'b101: begin  
                        memSize     = 2'b01;
                    end
                    default: ;  
                endcase
            end
            7'b0010011: begin  
                RegWrite  = 1'b1;
                ResultSrc = 2'b00;
                ALUSrcB   = 1'b1;
                ImmSrc    = 3'b000;
                aluOp     = 2'b10;
            end
            7'b0100011: begin  
                ImmSrc    = 3'b001;
                MemWrite  = 1'b1;
                ALUSrcB   = 1'b1;
                case(funct3)
                    3'b000: memSize = 2'b00;
                    3'b001: memSize = 2'b01;
                    3'b010: memSize = 2'b10;
                    default: ;  
                endcase
            end
            7'b0010111: begin  
                ImmSrc    = 3'b011;
                RegWrite  = 1'b1;
                ALUSrcA   = 1'b1;
                ALUSrcB   = 1'b1;
            end
            7'b0110111: begin  
                RegWrite  = 1'b1;    
                ResultSrc = 2'b00;   
                ALUSrcB   = 1'b1;    
                ImmSrc    = 3'b011;  
                aluOp     = 2'b00;
            end
            7'b1100111: begin  
                RegWrite    = 1'b1;
                ResultSrc   = 2'b10;
                ALUSrcB     = 1'b1;     
                Jump        = 1'b1;
                PCTargetSrc = 1'b1;  
            end
            7'b1101111: begin  
                RegWrite  = 1'b1;     
                ResultSrc = 2'b10;    
                ImmSrc    = 3'b100;   
                Jump      = 1'b1;   
            end
            default: ;  
        endcase
    end
    alu_decoder alu_dec (
        .aluOp(aluOp),
        .funct3(funct3),
        .funct7_5(funct7_5),
        .opcode(opcode),
        .aluControl(ALUControl)
    );
endmodule
module decode #(
    parameter DATA_WIDTH = 32
) (
    input  logic                   clk,
    input  logic                   rst,
    input  logic [DATA_WIDTH-1:0]  instr,
    input  logic [DATA_WIDTH-1:0]  data_in,
    input  logic                   wb_write_en,
    input  logic [4:0]             wb_rd,
    output logic                   PCTargetSrc,
    output logic                   RegWrite,
    output logic [1:0]             result_src,
    output logic                   mem_write,
    output logic [3:0]             alu_control,
    output logic                   alu_srcA,
    output logic                   alu_srcB,
    output logic                   sign_ext_flag,
    output logic                   Branch,
    output logic                   Jump,
    output logic [2:0]             branchType,
    output logic [DATA_WIDTH-1:0]  imm_ext,
    output logic [DATA_WIDTH-1:0]  r_out1,
    output logic [DATA_WIDTH-1:0]  r_out2,
    output logic [1:0]             type_control,
    output logic [4:0]             rs1,
    output logic [4:0]             rs2,
    output logic [4:0]             rd,
    output logic [6:0]             opcode,
    output logic [DATA_WIDTH-1:0]  a0,
    output logic                   is_div
);
    logic [2:0] imm_src;
    assign rs1 = instr[19:15];
    assign rs2 = instr[24:20];
    assign rd  = instr[11:7];
    assign opcode = instr[6:0];
    control_unit control_unit(
        .instr(instr),
        .ALUControl(alu_control),
        .ALUSrcB(alu_srcB),
        .ALUSrcA(alu_srcA),
        .MemWrite(mem_write),     
        .RegWrite(RegWrite),
        .ResultSrc(result_src),  
        .ImmSrc(imm_src),
        .memSize(type_control),    
        .mem_signed(sign_ext_flag),
        .Branch(Branch),
        .Jump(Jump),
        .branchType(branchType),
        .PCTargetSrc(PCTargetSrc),
        .is_div(is_div)
    );
    regfile regfile(
        .clk(clk),
        .write_en(wb_write_en),
        .rst(rst),
        .a1(rs1),
        .a2(rs2),
        .a3(wb_rd),
        .din(data_in),
        .rout1(r_out1),
        .rout2(r_out2),
        .a0(a0)
    );
    sign_extend sign_extend(
        .immSrc(imm_src),
        .instr(instr),
        .imm_ext(imm_ext)
    );
endmodule
module regfile(
    input clk,
    input write_en,
    input rst,
    input logic [4:0] a1,
    input logic [4:0] a2,
    input logic [4:0] a3,
    input logic [31:0] din,
    output logic [31:0] rout1,
    output logic [31:0] rout2,
   output logic [31:0] a0
);
logic [31:0] register [31:0];
always_ff @(negedge clk) begin
    if(rst) begin
        for (int i = 0; i < 32; i++) begin
            register[i] <= 32'b0;
        end
    end
    else if(write_en && a3 != 5'b0) begin
        register[a3] <= din;
    end
    register[0] <= 32'b0;
end
assign rout1 = (a1 == 5'b0) ? 32'b0 : register[a1];
assign rout2 = (a2 == 5'b0) ? 32'b0 : register[a2];
assign a0 = register[10];
endmodule
module sign_extend (
    input logic [2:0] immSrc,
    input logic [31:0] instr,
    output logic [31:0] imm_ext
);
always_comb begin
    case (immSrc)
        3'b000: imm_ext = {{20{instr[31]}}, instr[31:20]};        
        3'b001: imm_ext = {{20{instr[31]}}, instr[31:25], instr[11:7]};                                  
        3'b010: imm_ext = {{19{instr[31]}}, instr[31], instr[7], instr[30:25], instr[11:8], 1'b0};                           
        3'b011: imm_ext = {instr[31:12], 12'b0};                        
        3'b100: imm_ext = {{11{instr[31]}}, instr[31], instr[19:12], instr[20], instr[30:21], 1'b0};                           
        default: imm_ext = 32'b0;
    endcase
end
endmodule

==> commit_impl_results.txt <==
Update PnR metrics after Yosys + OpenROAD run

- The synthesis report lists the Yosys warning total as 4.
* Number of logged tool warnings: between 1000 and 1500
- Syn avg cell area: about 14 um^2
* Final hold violations: 0
- For this block, the routed nets add up to a little under 200000 um of wire.
- Accumulated negative setup slack: 0 ns
- Largest register by flop count: regfile.register
* DR WL/cell: about 27 um
- The synth_stat.txt file lists the number of cells as 4087.
- The first global-routing pass estimated about 280000 um of wire.
- Initial antenna violation count: 6
* Overall die width: 376.0 um
* Sum of net half-perimeters after detailed placement: between 100000 and 150000 um
- Area of combinational cells with multiple inputs: between 20000 and 25000 um^2
* Total gr overflow: 0
* Height of the chip: about 380 um
- In this run, synthesis inferred ~1000 flip-flops with an integrated enable.
* Root buffer cell: sky130_fd_sc_hd__clkbuf_16
* Overall track demand over capacity in global routing: 0.2998
- Detailed-route iteration 0 reported a violation count of between 2000 and 3000.
- First-pass detailed-route iteration total: 7
- Number of flip-flops in the largest register: between 1000 and 1500
- Counting pins that exceed their max-slew limit in the final report gives 0.
- The most used flip-flop cell after synthesis is sky130_fd_sc_hd__edfxtp_1.
* Largest area contributor in the synthesized netlist: sky130_fd_sc_hd__edfxtp_1
* Number of cells in the design after placement: about 5900
- Layout cell share with drive strength beyond 1: 0.1543
* Filler cell count in the final layout: ~12000
- The number of global-route vias before repair was ~42000.
* Regs by FF count: regfile.register: 1024 flops
- Post-route antenna net violation count: 0
* Worst Path Max Fanout: 2
- Async set or reset register ratio after synthesis: 0
- Chip area: approximately 140000 um^2
* Slew HR: 0.3273
- Across the run, the number of max-cap violations was 0.
- Cell variety after synth: just under 50
* Final std cells w/o fill: ~7000
* # Post-CTS Setup Buffers: 0
- Pin slew with the least headroom to its limit: between 1 and 1.5 ns
- Yosys stat chip area: between 50000 and 60000 um^2
- On the reported timing paths, the clock transition at the registers reads 0.03 ns.
- Post-Syn Area: between 50000 and 60000 um^2
* Count of vias placed by the detailed router: ~39000
- For the worst setup path, the data arrival time is between 15 and 20 ns.
- Kind of end point of the critical path: output port
- I/O pin count: approximately 240
- Top cells, area: sky130_fd_sc_hd__edfxtp_1, sky130_fd_sc_hd__mux4_2, sky130_fd_sc_hd__and2_1, sky130_fd_sc_hd__mux2i_1, sky130_fd_sc_hd__a22oi_1
- Outcome: complete, no violations
- Synthesized netlist cell count: a little over 4000
* TritonCTS Sinks: between 1000 and 1500
- Of the post-synthesis cell area, the dominant cell type holds 0.5325.
* Ratio of total power to cell area: between 70 and 80 nW/um^2
- The detailed router used layers up to and including met5.
- After floorplanning, the core was sized to cover ~140000 um^2.
- Clock tree synthesis inserted a total of roughly 120 buffers.
- Area used by sequential logic in the layout: just over 30000 um^2
- At the end of routability-driven placement, the weighted congestion stood at between 0.9 and 1.
- Total power draw: 5.101 mW
* Number of H-tree branching levels: 3
* Via density per instance: ~5.5
* Hold buffer count at CTS: 0
- Number of rows created at floorplan: between 100 and 150
- As logged by OpenROAD, the buffers inserted on ports number roughly 240.
* Detailed-route wire length on metal 1: 69170 um
- STA classifies the critical path startpoint as a flip-flop.
- Seq/Total Area, Yosys: 0.5439
- Between the synthesized netlist and the finished layout, the area growth was recorded as 20.92%.
- TritonCTS built the clock tree.
- The critical path is of the flip-flop to output port type.
* Quantity of gates resized following cts: 0
- # DRC: 0
- Setup repair after global routing left no endpoint under its margin.
* Number of failing setup endpoints in the final timing report: 0
- Floorplan core density: 0.4049
- Worst min-delay path category: input port to output port
- Registers, synthesis: around 1000
- Entering global routing, the biggest net connects 76 pins.
- Per the OpenROAD power report, leakage power amounts to 28.59 nW.
- The worst-case IR drop observed on VDD is between 0.00005 and 0.00006 V.
* Clock Path Buffers: 3
- Total met3 wirelength after detailed routing: 28590 um
* Worst EP required: around 20 ns
- Wire segments on met2 add up to between 80000 and 90000 um in the final route.
[worst max-delay path: stages, from the launching register on]
cell                              delay, ns
sky130_fd_sc_hd__edfxtp_1              0.35
sky130_fd_sc_hd__mux2_2                0.15
sky130_fd_sc_hd__o22ai_1               0.08
sky130_fd_sc_hd__a2111oi_2             0.45
sky130_fd_sc_hd__buf_4                 0.22
sky130_fd_sc_hd__a31oi_1               0.10
sky130_fd_sc_hd__a31oi_1               0.60
sky130_fd_sc_hd__clkdlybuf4s50_1       0.61
[cell usage in the layout, fill, tap and decap left out, types with 120 or more instances in the layout]
cell,count
sky130_fd_sc_hd__and2_1,997
sky130_fd_sc_hd__a22oi_1,163
sky130_fd_sc_hd__nand2_1,144
sky130_fd_sc_hd__inv_1,1059
sky130_fd_sc_hd__clkbuf_16,120
sky130_fd_sc_hd__mux4_2,292
sky130_fd_sc_hd__mux2i_1,440
sky130_fd_sc_hd__buf_4,160
sky130_fd_sc_hd__clkdlybuf4s50_1,234
sky130_fd_sc_hd__edfxtp_1,992
[where the power goes]
part           leakage, nW  switching [mW]  internal [mW]  total, mW
combinational         11.5           0.336          0.238      0.575
sequential            9.71          0.0534           2.03       2.08
clock                 7.40            1.16           1.28       2.44
[synthesized netlist by cell type (25+ instances only)]
library cell               number
sky130_fd_sc_hd__a21o_1        43
sky130_fd_sc_hd__buf_4         54
sky130_fd_sc_hd__o221ai_1      25
sky130_fd_sc_hd__a22oi_1      163
sky130_fd_sc_hd__nor2b_1       35
sky130_fd_sc_hd__clkbuf_1     265
sky130_fd_sc_hd__mux4_2       292
sky130_fd_sc_hd__buf_2         44
sky130_fd_sc_hd__or2_2         31
sky130_fd_sc_hd__mux2_2       101
sky130_fd_sc_hd__buf_6         46
sky130_fd_sc_hd__a31oi_1       56
sky130_fd_sc_hd__nand3_1       36
sky130_fd_sc_hd__edfxtp_1     992
sky130_fd_sc_hd__and2_1       999
sky130_fd_sc_hd__a21oi_1       54
sky130_fd_sc_hd__nand2_1      144
sky130_fd_sc_hd__dfxtp_1       32
sky130_fd_sc_hd__mux2i_1      440
sky130_fd_sc_hd__o22ai_1       63
sky130_fd_sc_hd__nor2_1        44
[through the flow]
stage               cell area, um^2    util  hold WS (ns)  setup WS, ns
CTS                           67640  0.4895         10.33         4.097
global route                  67640  0.4896         10.35         3.932
global placement              59920  0.4336         10.33         3.804
floorplan                     56060       -         9.823         5.615
finish                        67640  0.4896         10.33         4.063
detailed placement            59920  0.4336         10.33         3.853
[final timing paths]
check | slack [ns] | endpoint | cells past startpoint | startpoint
max | 4.06 | r_out1[31] | 7 | regfile.register[3][31]
min | 10.33 | rs1[2] | 2 | instr[17]
[cell families after synthesis]
logic type / synth area share
compound gates: 0.05618
buf+inv: 0.04200
flops: 0.5439
mux: 0.2178
other cells: 0.00006703
simple gates: 0.1400
[layer usage]
layer	GRT usage	vias to the layer above
met2	0.4169	2342
met5	0.01235	-
met1	0.3695	19070
met4	0.1407	14
met3	0.1983	369
li1	-	17590
[layout make-up]
class | count | share of cell area
Antenna cell | 1 | 0.00003699
Clock buffer | 120 | 0.04439
Clock inverter | 1117 | 0.06986
Inverter | 2 | 0.0001110
Multi-Input combinational cell | 2651 | 0.3471
Sequential cell | 1024 | 0.4498
Tap cell | 1863 | 0.03446
Timing Repair Buffer | 402 | 0.05416
Power and IR drop assume default switching activity.
