===== config.mk =====
export PLATFORM = sky130hd
export DESIGN_NAME = branch_predictor
export DESIGN_NICKNAME = branch_predictor
export VERILOG_FILES = /design/flow/design.v
export SDC_FILE = /design/flow/constraint.sdc
export NUM_CORES = 4
export LEC_CHECK = 1
export CORE_UTILIZATION = 40

===== design.v =====
module branch_history_table #(
    parameter INDEX_BITS = 4  
)(
    input  logic        clk,
    input  logic        rst,
    input  logic [31:0] PC_F,
    output logic        predict_taken_F,
    input  logic        update_en,      
    input  logic [31:0] PC_E,           
    input  logic        branch_taken_E  
);
    typedef enum logic [1:0] {
        SNT = 2'b00,  
        WNT = 2'b01,  
        WT  = 2'b10,  
        ST  = 2'b11   
    } state_t;
    logic [1:0] bht [2**INDEX_BITS-1:0];
    logic [INDEX_BITS-1:0] index_F;
    logic [INDEX_BITS-1:0] index_E;
    always_comb begin
       index_F = PC_F[INDEX_BITS+1:2];  
       index_E = PC_E[INDEX_BITS+1:2]; 
       predict_taken_F = bht[index_F][1];
    end
    always_ff @(posedge clk) begin
        if (rst) begin
            for (int i = 0; i < 2**INDEX_BITS; i++) begin
                bht[i] = WNT;
            end
        end
        else if (update_en) begin
            case (bht[index_E])
                SNT: bht[index_E] <= branch_taken_E ? WNT : SNT;  
                WNT: bht[index_E] <= branch_taken_E ? WT  : SNT;  
                WT:  bht[index_E] <= branch_taken_E ? ST  : WNT;  
                ST:  bht[index_E] <= branch_taken_E ? ST  : WT;
                default: bht[index_E] <= WNT;
            endcase
        end
    end
endmodule
module branch_predictor #(
    parameter INDEX_BITS = 4
)(
    input  logic        clk,
    input  logic        rst,
    input  logic [31:0] PC_F,
    output logic        predict_taken_F,
    output logic [31:0] predict_target_F,
    output logic        predict_valid_F,
    input  logic        branch_resolved_E,
    input  logic        E_Jump, 
    input  logic [31:0] PC_E,
    input  logic        branch_taken_E,
    input  logic [31:0] branch_target_E,
    input  logic [6:0]  E_opcode
);
    logic bht_predict_taken;
    logic btb_hit;
    logic [31:0] btb_target;
    logic update_predictor;
    logic update_btb;
    logic actual_taken;
    logic is_jal;
    always_comb begin : update_signals
        is_jal           = E_Jump && (E_opcode == 7'b1101111);
        update_predictor = branch_resolved_E || is_jal;
        actual_taken     = branch_taken_E || is_jal;
        update_btb       = branch_resolved_E && actual_taken;    
    end
    branch_history_table #(
        .INDEX_BITS(INDEX_BITS)
    ) bht1 (
        .clk(clk),
        .rst(rst),
        .PC_F(PC_F),
        .predict_taken_F(bht_predict_taken),
        .update_en(update_predictor),
        .PC_E(PC_E),
        .branch_taken_E(actual_taken)
    );
    branch_target_buffer #(
        .INDEX_BITS(INDEX_BITS)
    ) btb1 (
        .clk(clk),
        .rst(rst),
        .PC_F(PC_F),
        .hit_F(btb_hit),
        .target_F(btb_target),
        .update_en(update_btb),
        .PC_E(PC_E),
        .target_E(branch_target_E)
    );
    always_comb begin : final_predict_signals
        predict_taken_F  = bht_predict_taken && btb_hit;
        predict_target_F = btb_target;
        predict_valid_F  = btb_hit;    
    end
endmodule
module branch_target_buffer #(
    parameter INDEX_BITS = 4
)(
    input  logic        clk,
    input  logic        rst,
    input  logic [31:0] PC_F,
    output logic        hit_F,
    output logic [31:0] target_F,
    input  logic        update_en,
    input  logic [31:0] PC_E,
    input  logic [31:0] target_E
);
    logic btb_valid [2**INDEX_BITS-1:0];
    logic [31:0] btb_target [2**INDEX_BITS-1:0];
    logic [31:0] btb_tag [2**INDEX_BITS-1:0];
    logic [INDEX_BITS-1:0] index_F;
    logic [INDEX_BITS-1:0] index_E;
    logic [31:0] tag_F;
    logic [31:0] tag_E;
    assign index_F = PC_F[INDEX_BITS+1:2];
    assign index_E = PC_E[INDEX_BITS+1:2];
    assign tag_F   = PC_F;
    assign tag_E   = PC_E;
    assign hit_F    = btb_valid[index_F] && (btb_tag[index_F] == tag_F);
    assign target_F = btb_target[index_F];
    always_ff @(posedge clk) begin
        if (rst) begin
            for (int i = 0; i < 2**INDEX_BITS; i++) begin
                btb_valid[i]  = 1'b0;
                btb_tag[i]    = '0;
                btb_target[i] = '0;
            end
        end
        else if (update_en) begin
            btb_valid[index_E]  <= 1'b1;
            btb_tag[index_E]    <= tag_E;
            btb_target[index_E] <= target_E;
        end
    end
endmodule

===== constraint.sdc =====
current_design branch_predictor

set clk_period 34.2
set clk_io_pct 0.2

create_clock -name clk0 -period $clk_period [get_ports {clk}]

set non_clock_inputs [all_inputs -no_clocks]
set_input_delay [expr $clk_period * $clk_io_pct] -clock clk0 $non_clock_inputs
set_output_delay [expr $clk_period * $clk_io_pct] -clock clk0 [all_outputs]

===== run.sh =====
#!/bin/bash
# OpenROAD 26Q1-2900-gdf79404cd8, Yosys 0.63+post, stock flow scripts
make -C /OpenROAD-flow-scripts/flow DESIGN_CONFIG=/design/flow/config.mk WORK_HOME=/design/flow/orfs finish

==> impl_metrics.prom <==
# HELP chip_impl_metric Physical implementation figures
# TYPE chip_impl_metric gauge
chip_impl_info{name="run_status",value="completed"} 1
chip_impl_metric{name="finalWirelength",unit="mm"} 145
chip_impl_metric{name="post_synth_ao_oa_area_fraction",unit="%"} 2.09
chip_impl_metric{name="detail_route.drc_violations",unit=""} 0
chip_impl_metric{name="layout.area.seq",unit="µm²"} 31700
chip_impl_metric{name="number_of_synthesized_register_bits",unit=""} 1072
chip_impl_metric{name="syn-mean-instance-area",unit="µm²"} 15.5
chip_impl_metric{name="yosys-stat-area",unit="µm²"} 48800
chip_impl_metric{name="multiInputGateArea",unit="µm²"} 15800
chip_impl_metric{name="grt.total_usage",unit="%"} 26.0
chip_impl_metric{name="synthXorXnorAreaFrac",unit="%"} 0.664
chip_impl_metric{name="fin_cells",unit=""} 4863
chip_impl_metric{name="ys_sh_adder",unit="%"} 0.0205
chip_impl_metric{name="grt_pass1_wl",unit="mm"} 210
chip_impl_info{name="min-delay-path-class",value="reg -> reg"} 1
chip_impl_metric{name="design.die.area",unit="µm²"} 123000
chip_impl_metric{name="critPathArrivalTime",unit="ps"} 11770
chip_impl_info{name="ff_type",value="edfxtp_1"} 1
chip_impl_metric{name="top_level_ports",unit=""} 142
chip_impl_metric{name="crit_path_max_incr_delay",unit="ps"} 710
chip_impl_info{name="worst_setup_path_end_kind",value="output port"} 1
chip_impl_metric{name="leakagePower",unit="nW"} 21.3
chip_impl_metric{name="design.core.area",unit="µm²"} 120000
chip_impl_metric{name="cp.required",unit="ps"} 27360
chip_impl_metric{name="power.density",unit="nW/µm²"} 52.9
chip_impl_info{name="grt_setup_unrepaired",value="false"} 1
chip_impl_info{name="netlist_top_cells_count",value="1024 x edfxtp_1, 733 x and3_1, 291 x clkbuf_1"} 1
chip_impl_metric{name="path_buffers",unit=""} 5
chip_impl_metric{name="detail_route.iter0.violations",unit=""} 1903
chip_impl_metric{name="final_period_minus_worst_setup_slack",unit="ps"} 18610
chip_impl_metric{name="gp_congestion",unit=""} 0.898
chip_impl_metric{name="flow.area_growth_from_synthesis",unit="%"} 12.4
chip_impl_info{name="crit_path_start_kind",value="input pin"} 1
chip_impl_metric{name="yosysSeqAreaShare",unit="%"} 64.9
chip_impl_metric{name="dr_total_vias",unit=""} 28200
chip_impl_metric{name="drv_cap",unit=""} 0
chip_impl_metric{name="grt_pass1_vias",unit=""} 29900
chip_impl_info{name="post-synth-top-area-cell",value="edfxtp_1"} 1
chip_impl_metric{name="die_w",unit="µm"} 351
chip_impl_info{name="most_common_cell",value="edfxtp_1"} 1
chip_impl_metric{name="place.port_buffers",unit=""} 141
chip_impl_metric{name="grt_max_degree",unit=""} 202
chip_impl_metric{name="synth_async_sr_flop_share",unit="%"} 0
chip_impl_metric{name="routed_via_density",unit=""} 5.80
chip_impl_metric{name="post_route_cells_drive_above_1_share",unit="%"} 16.4
chip_impl_metric{name="cts-hold-fix-buffers",unit=""} 0
chip_impl_metric{name="ys_sh_mux",unit="%"} 14.3
chip_impl_metric{name="htreeDepth",unit=""} 3
chip_impl_metric{name="syn-instance-count",unit=""} 3155
chip_impl_metric{name="antenna_found_initial",unit=""} 14
chip_impl_metric{name="critical_path_peak_fanout",unit=""} 60
chip_impl_metric{name="post_drt_wl_per_cell",unit="µm"} 29.8
chip_impl_metric{name="ant_nets",unit=""} 0
chip_impl_metric{name="setup_total_negative_slack",unit="ps"} 0
chip_impl_info{name="cts.root.buffer_cell",value="clkbuf_16"} 1
chip_impl_metric{name="cts_setup_buffers",unit=""} 0
chip_impl_metric{name="finalSetupViolCount",unit=""} 0
chip_impl_info{name="cp_common_cell",value="buf_4"} 1
chip_impl_metric{name="synth.yosys.warnings",unit=""} 4
chip_impl_metric{name="final_number_of_hold_violating_endpoints",unit=""} 0
chip_impl_metric{name="vdd.ir_drop.worst",unit="mV"} 0.0440
chip_impl_info{name="crit_path_top_delay_cell",value="buf_4"} 1
chip_impl_metric{name="die_h",unit="µm"} 351
chip_impl_metric{name="place_hpwl",unit="mm"} 75.5
chip_impl_info{name="timing.critical_path.cells",value="buf_8 -> buf_4 -> buf_4 -> mux4_2 -> mux2i_1 -> nor3_1 -> a2111oi_0 -> nand4_1 -> nor4_1 -> buf_4 -> clkdlybuf4s50_1"} 1
chip_impl_metric{name="slew_violations",unit=""} 0
chip_impl_metric{name="dpl.cell_count",unit=""} 4661
chip_impl_metric{name="n_fill_cell",unit=""} 10200
chip_impl_metric{name="synth.top_cell.area_share",unit="%"} 63.0
chip_impl_info{name="ys_top_cells_by_area",value="edfxtp_1 63%, mux4_2 12%, and3_1 9.4%, and2_1 3.4%, clkbuf_1 2.2%"} 1
chip_impl_metric{name="initCoreUtil",unit="%"} 40.5
chip_impl_metric{name="synth.yosys.num_cells",unit=""} 3155
chip_impl_metric{name="synth.lib_cells_used.distinct",unit=""} 72
chip_impl_info{name="crit_type",value="in -> out"} 1
chip_impl_metric{name="num_rows",unit=""} 127
chip_impl_info{name="cpLargestDelayFamily",value="buffers and inverters"} 1
chip_impl_metric{name="worst-slew-pin-transition",unit="ps"} 1060
chip_impl_metric{name="log.warning_count",unit=""} 32
chip_impl_metric{name="grt_overflow_total",unit=""} 0
chip_impl_metric{name="edf_count",unit=""} 1024
chip_impl_metric{name="synth_area",unit="µm²"} 48800
chip_impl_metric{name="totalPowerFinal",unit="mW"} 2.90
chip_impl_metric{name="clockBufferDepth",unit=""} 3
chip_impl_metric{name="min_period_over_period",unit="%"} 54.4
chip_impl_metric{name="drt_first_pass_iters",unit=""} 5
chip_impl_metric{name="numClockSinks",unit=""} 1072
chip_impl_info{name="clock_tree_from_tritoncts",value="done"} 1
chip_impl_metric{name="yosys_simple_share",unit="%"} 14.7
chip_impl_metric{name="clock-skew-final",unit="ps"} 7.05
chip_impl_metric{name="cts_buffers",unit=""} 108
chip_impl_metric{name="clock.fmax",unit="MHz"} 53.7
chip_impl_metric{name="slew_headroom",unit="%"} 28.4
chip_impl_info{name="post_synth_main_logic_family",value="simple AND/OR/NAND/NOR gates"} 1
chip_impl_metric{name="cts.clk_slew.worst_paths",unit="ps"} 60
chip_impl_metric{name="clock.latency.late_pin",unit="ps"} 690
chip_impl_metric{name="ctsResizeCount",unit=""} 0
==> cell type report <==
cell class	instances	area share (%)
clock inverter	65	0.807
multi-input combinational	1752	28.8
antenna	6	0.0273
clock buffer	131	5.19
timing repair buffer	220	3.74
tap	1612	3.67
inverter	5	0.0342
sequential	1072	57.8
==> layout by cell type (no fill, tap or decap), types with 19 or more instances in the layout <==
master,n
a21oi_1,22
a22oi_1,28
and2_1,267
and3_1,728
buf_4,77
clkbuf_1,19
clkbuf_16,110
clkdlybuf4s50_1,137
clkinv_1,34
clkinv_2,23
conb_1,32
dfxtp_1,48
edfxtp_1,1024
mux2i_1,94
mux4_2,257
nand2_1,57
nand3_1,21
nor2_1,20
xor2_1,19
==> cell families (layout without fill, tap and decap cells) <==
logic type / Yosys count / in the layout
adder cells (fa/ha/maj): 1 / 1
XOR/XNOR: 37 / 37
buffers and inverters: 362 / 421
AND/OR/NAND/NOR: 1173 / 1173
multiplexers: 366 / 366
AND-OR/OR-AND: 143 / 143
flip-flops: 1072 / 1072
other: 1 / 38
==> per-stage QoR <==
stage	instance area (µm²)	util, %	worst slack (ps)	hold slack, ps
CTS	54900	45.6	15590	455
detailed placement	51600	42.8	15580	441
finish	54900	45.6	15590	453
global placement	51600	42.8	15570	431
global route	54900	45.6	15300	464
floorplan	48900	-	18430	425
==> worst register-to-register path, stage by stage, from the launching register on <==
cell     delay (ps)
dfxtp_1         310
nor2b_1         120
a32o_1          230
a22o_1          230
o32a_1          360
maj3_1          610
mux2i_1         240
nor2_1           50
==> per-layer routing <==
metal | up-vias | track usage, % | wire length, µm
li1 | 12300 | - | -
met1 | 13900 | 33.8 | 50400
met2 | 1773 | 38.6 | 68900
met5 | - | 0.157 | 96
met4 | 16 | 5.22 | 3570
met3 | 218 | 16.6 | 21700
==> where the power goes <==
group	switching, mW	total [mW]	internal [mW]
combinational	0.156	0.257	0.101
sequential	0.0167	1.52	1.50
clock	0.499	1.13	0.627
==> registers in the layout, summed over array words and instances, names as in the netlist <==
register,count
btb1.btb_target,512
btb1.btb_tag,512
btb1.btb_valid,16
bht1.bht,32
==> path summary, 6_finish.rpt <==
| check | end | slack, ps | start | cells past startpoint |
|---|---|---|---|---|
| setup / recovery | predict_valid_F | 15590 | PC_F[3] | 11 |
| hold / removal | btb1.btb_valid[13] | 450 | btb1.btb_valid[13] | 1 |
| setup reg to reg | bht1.bht[6][1] | 31910 | bht1.bht[9][0] | 7 |
| hold reg to reg | btb1.btb_valid[13] | 450 | btb1.btb_valid[13] | 1 |
Power figures rest on the tool's default switching activity, not on a simulated workload.
