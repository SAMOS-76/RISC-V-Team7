**/design/flow/config.mk**
```make
export PLATFORM = sky130hd
export DESIGN_NAME = hazard_unit
export DESIGN_NICKNAME = hazard_unit
export VERILOG_FILES = /design/flow/design.v
export SDC_FILE = /design/flow/constraint.sdc
export NUM_CORES = 4
export LEC_CHECK = 1
export CORE_AREA = 10 10 112 112
export DIE_AREA = 0 0 122 122
```
**/design/flow/constraint.sdc**
```tcl
current_design hazard_unit

set clk_period 7.1
set clk_io_pct 0.2

create_clock -name clk0 -period $clk_period

set non_clock_inputs [all_inputs -no_clocks]
set_input_delay [expr $clk_period * $clk_io_pct] -clock clk0 $non_clock_inputs
set_output_delay [expr $clk_period * $clk_io_pct] -clock clk0 [all_outputs]
```
**/design/flow/design.v**
```verilog
typedef enum logic [1:0]{
    none = 2'b00,
    mem  = 2'b01,
    writeback = 2'b10
} forward_type;
module hazard_unit(
    input  logic    [4:0] d_reg_a,
    input  logic    [4:0] d_reg_b,
    input  logic    [6:0] d_opcode,
    input   logic   [4:0] ex_reg_a,
    input   logic   [4:0] ex_reg_b,
    input   logic   [4:0] ex_reg_d,
    input   logic   [6:0] E_opcode,
    input   logic   datamem_reg_write_enable,
    input   logic   [4:0] datamem_reg_write_addr,
    input   logic   [6:0] M_opcode,
    input   logic   wb_reg_write_enable,
    input   logic   [4:0] wb_reg_write_addr,
    input   logic   [6:0] W_opcode,
    input   logic   div_stall,    
    input   logic   cache_stall,  
    output  forward_type    reg_a,
    output  forward_type    reg_b,
    output logic            PC_en,
    output logic            F_D_en,
    output logic            D_E_en,
    output logic            E_M_en,
    output logic            M_W_en,
    output logic            no_op,
    input  logic            Branch,
    input  logic            branch_taken,
    input  logic            Jump,
    output logic            PCSrc,
    output logic            Flush,
    input  logic            E_prediction_made,
    input  logic            E_predicted_taken,
    input  logic   [31:0]   E_btb_PCtarget,
    input  logic   [31:0]   PCTarget,
    input  logic   [31:0]   E_pc_out4,
    output logic   [31:0]   Hazard_target
);
logic E_reg_1_valid;
logic E_reg_2_valid;
logic M_reg_c_valid;
logic W_reg_c_valid;
logic d_reg_1_valid;
logic d_reg_2_valid;
logic reg_en;
logic branch_mispredict;
logic target_mismatch;
assign target_mismatch = (E_btb_PCtarget != PCTarget);
always_comb begin : opcode_check
    d_reg_1_valid = ~(d_opcode == 7'b0010111 | d_opcode == 7'b0110111 | d_opcode == 7'b1101111);
    d_reg_2_valid = ~(d_opcode == 7'b0010111 | d_opcode == 7'b0110111 | d_opcode == 7'b1100111 | d_opcode == 7'b1101111 | d_opcode == 7'b0000011 | d_opcode == 7'b0010011);
    E_reg_1_valid = ~(E_opcode == 7'b0010111 | E_opcode == 7'b0110111 | E_opcode == 7'b1101111 | E_opcode == 7'b0000000);
    E_reg_2_valid = ~(E_opcode == 7'b0010111 | E_opcode == 7'b0110111 | E_opcode == 7'b1100111 | E_opcode == 7'b1101111 | E_opcode == 7'b0000011 | E_opcode == 7'b0010011 | E_opcode == 7'b0000000);
    W_reg_c_valid = ~(W_opcode == 7'b0100011 | W_opcode == 7'b1100011 | ~wb_reg_write_enable);
    M_reg_c_valid = ~(M_opcode == 7'b0100011 | M_opcode == 7'b1100011 | ~datamem_reg_write_enable);
end
always_comb begin : reg_enables
    if (cache_stall) begin
        PC_en  = 1'b0;
        F_D_en = 1'b0;
        D_E_en = 1'b0;
        E_M_en = 1'b1;   
        M_W_en = 1'b1;   
        no_op  = 1'b1;
    end else if (branch_mispredict) begin
        PC_en  = 1'b1;
        F_D_en = 1'b1;
        D_E_en = 1'b1;
        E_M_en = 1'b1;
        M_W_en = 1'b1;
        no_op  = 1'b0;
    end else begin
        PC_en  = reg_en && !div_stall;
        F_D_en = reg_en && !div_stall;
        D_E_en = reg_en && !div_stall;
        E_M_en = 1'b1;
        M_W_en = 1'b1;
        no_op  = (~reg_en) || div_stall;
    end
end
logic A_L_haz;
assign A_L_haz = (E_opcode == 7'b0000011 && (((d_reg_a == ex_reg_d) && d_reg_1_valid) || ((d_reg_b == ex_reg_d) && d_reg_2_valid)));
assign reg_en = ~(A_L_haz || cache_stall);
always_comb begin
    reg_a = none;
    reg_b = none;
    if((ex_reg_a == datamem_reg_write_addr) && datamem_reg_write_enable && E_reg_1_valid && M_reg_c_valid && (M_opcode != 7'b0000011)) begin
        reg_a = mem;
    end
    else if((ex_reg_a == wb_reg_write_addr) && wb_reg_write_enable && E_reg_1_valid && W_reg_c_valid) begin
        reg_a = writeback;
    end
    if((ex_reg_b == datamem_reg_write_addr) && datamem_reg_write_enable && E_reg_2_valid && M_reg_c_valid && (M_opcode != 7'b0000011)) begin
        reg_b = mem;
    end
    else if((ex_reg_b == wb_reg_write_addr) && wb_reg_write_enable && E_reg_2_valid && W_reg_c_valid) begin
        reg_b = writeback;
    end
end
logic mispred_take;
logic mispred_not_take;
always_comb begin
    if (Branch) begin
        if (E_prediction_made) begin
            if (branch_taken) begin
                branch_mispredict = (~E_predicted_taken) || target_mismatch;
            end else begin
                branch_mispredict = E_predicted_taken;
            end
        end else begin
            branch_mispredict = branch_taken;
        end
    end
    else if (Jump) begin
        if (E_opcode == 7'b1100111) begin
            branch_mispredict = 1'b1;
        end else begin
            if (E_prediction_made) begin
                if (E_predicted_taken) begin
                    branch_mispredict = target_mismatch;
                end else begin
                    branch_mispredict = 1'b1;
                end
            end else begin
                branch_mispredict = 1'b1;
            end
        end
    end
    else begin
        branch_mispredict = 1'b0;
    end
    mispred_take     = Branch && branch_taken && !E_predicted_taken;
    mispred_not_take = Branch && !branch_taken && E_predicted_taken;
    if (Jump)
        Hazard_target = PCTarget;
    else if (mispred_take)
        Hazard_target = PCTarget;
    else if (mispred_not_take)
        Hazard_target = E_pc_out4;
    else if (Branch && branch_taken)
        Hazard_target = PCTarget;     
    else
        Hazard_target = E_pc_out4;
    PCSrc = Jump || mispred_take || mispred_not_take || (Branch && branch_taken && ~E_prediction_made);
    Flush = PCSrc;
end
endmodule
```
**/design/flow/run.sh**
```bash
#!/bin/bash
# OpenROAD 26Q1-2900-gdf79404cd8, Yosys 0.63+post, stock flow scripts
make -C /OpenROAD-flow-scripts/flow DESIGN_CONFIG=/design/flow/config.mk WORK_HOME=/design/flow/orfs finish
```
==> results.toml <==
# physical design summary
[status]
status = "finished, final reports clean"

[layout]
comb_area_sq_mm = 0.00137
layout_top_cell = "clkdlybuf4s50_1"
syn_to_final_growth_pct = 158
fillers = 1031
clockBufferCount = 0
regArea_sq_um = 0
stdcell_area_sq_mm = 0.00364
flops = 0
drive_above_1_share = 0.107
final_cell_mix = "clkdlybuf4s50_1, xnor2_1, mux2_2"
final_cells = 511

[grt]
grt_antenna_before_repair = 0
grt_remaining_overflow = 0
grt_max_degree = 22
grt_pass1_wl_microns = 12200
grt_pass1_vias = 2360
grt_util_all_layers = 0.102

[die]
dieWidth_microns = 122
io_pins = 212
die_area_sq_mm = 0.0149
die_y_microns = 122
rows = 37
fp_util = 0.138
placeableCoreArea_sq_mm = 0.0102

[flow_run]
tool_warnings = 33
cap_violations = 0

[critical_path]
critPathTopFamily = "simple AND/OR/NAND/NOR gates"
path_depth = 7
crit_end = "no_op"
worstSetupPathType = "primary input to primary output"
worstPathMaxFanout = 3
crit_path_start = "E_opcode[2]"
cp.arrival_ns = 3.64
required_ns = 5.68
cpPeakStageDelay_ns = 0.50
startpoint_type = "primary input"
crit_top_cell = "clkdlybuf4s50_1"
cp_slowest_cell = "clkdlybuf4s50_1"
end_kind = "primary output"
crit_buf_inv = 2
cp_cell_sequence = "clkdlybuf4s50_1 -> or3_1 -> or3_4 -> nor3b_2 -> o221ai_2 -> a22oi_1 -> clkdlybuf4s50_1"

[routing]
n_antenna_cell = 0
viasPerCell = 4.00
first_pass_iters = 4
antenna_left = 0
vias = 2044
drtIter0Drc = 49
drc_errors = 0
avgRoutedWirePerCell_microns = 16.0
routed_wl_microns = 8200

[synthesis]
ys_warn_count = 1
synthesis.area_sq_mm = 0.00141
synth_chip_area_sq_mm = 0.00141
yosys_cells = 172
yosysUniqueCellTypes = 37
avgSynthCellArea_sq_um = 8.19
synthCells = 172
ys_seq_share = 0

[sta]
hold-worst-slack_ns = 3.88
fin_tns_setup_ns = 0
grt_setup_unrepaired = "false"
hold_violations = 0
period_minus_slack_ns = 5.06
slew_violations = 0
timing.fmax_ghz = 0.198
setup_viol = 0
timing.final.crit_share = 0.713

[place]
port_buffers = 209
dp.cells = 511
dpl_cell_area_sq_mm = 0.00364
place.gp.congestion = 0.852
dpl.hpwl_microns = 7700

[pwr]
total_power_uw = 208
power.density_mw_per_mm2 = 57.0
p_leak_uw = 0.00123
irDropWorstVdd_mv = 0.0205

[clock_tree]
cts_resized = 0
hold_buffers = 0
postCtsSetupRepairBufs = 0

[worst_hold_path]
hp-class = "primary input to primary output"
whs_path_depth = 3
through the flow:
step,setup WS (ns),util
6_report,2.04,0.356
5_1_grt,1.91,0.356
4_1_cts,2.01,0.356
3_5_place_dp,2.01,0.356
3_3_place_gp,2.03,0.356
2_1_floorplan,2.96,-
routing by layer:
metal,routed length (microns),global-route usage
met5,0,0
met4,27,0.00373
met3,869,0.0366
met2,4200,0.184
met1,3100,0.117
power by group:
group | total (uW) | internal (uW) | switching [uW]
clock network | 0 | 0 | 0
registers | 0 | 0 | 0
logic | 208 | 151 | 56.2
total | 208 | 151 | 56.2
tightest hold or removal path: cells and delay by family:
family / cells / cell delay (ns)
buffers and inverters: 2 / 0.91
muxes: 1 / 0.13
logic make-up after synthesis:
logic type             count (synthesis)  synth area share
other                                  1           0.00266
multiplexers                          33             0.263
AND/OR/NAND/NOR                       51             0.219
AND-OR/OR-AND                         16            0.0897
XOR/XNOR                              62             0.385
buffers and inverters                  9            0.0400
worst min-delay path by stage:
| stage | start | end | slack (ns) |
|---|---|---|---|
| 4_1_cts | E_pc_out4[3] | Hazard_target[3] | 3.88 |
| 5_1_grt | E_pc_out4[3] | Hazard_target[3] | 3.89 |
| 6_report | E_pc_out4[31] | Hazard_target[31] | 3.88 |
synthesized netlist by cell type, drive strengths merged (2+ instances only):
cell | number | area (sq um)
nand3 | 6 | 30.0
nand4 | 12 | 75.1
nor2 | 7 | 26.3
nor4 | 4 | 25.0
or3 | 2 | 17.5
xor2 | 19 | 166
a211oi | 2 | 15.0
a31oi | 2 | 12.5
xnor2 | 43 | 377
a22oi | 2 | 15.0
a21oi | 2 | 10.0
nor3 | 8 | 40.0
nand4b | 2 | 17.5
mux2 | 32 | 360
nor3b | 2 | 20.0
buf | 8 | 52.6
o31ai | 2 | 20.0
nand2 | 2 | 7.51
cell type report:
cell class | count | share of cell area
multi-input cells | 164 | 0.376
inverters | 1 | 0.00103
well taps | 136 | 0.0467
repair buffers | 210 | 0.577
Power is estimated from default activity; no workload was simulated.
