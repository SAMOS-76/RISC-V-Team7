==> flow/design.v <==
module D_E_reg #(
    parameter DATA_WIDTH = 32
) (
    input  logic clk,
    input  logic rst,
    input  logic no_op,
    input  logic CTRL_Flush,
    input  logic D_E_en,
    input  logic D_RegWrite,
    input  logic D_PCTargetSrc,
    input  logic [1:0] D_result_src,
    input  logic D_mem_write,
    input  logic [3:0] D_alu_control,
    input  logic D_alu_srcA,
    input  logic D_alu_srcB,
    input  logic D_sign_ext_flag,
    input  logic D_Branch,
    input  logic D_Jump,
    input  logic [2:0] D_branchType,
    input  logic [DATA_WIDTH-1:0] D_pc_out,
    input  logic [DATA_WIDTH-1:0] D_pc_out4,
    input  logic [DATA_WIDTH-1:0] D_imm_ext,
    input  logic [DATA_WIDTH-1:0] D_r_out1,
    input  logic [DATA_WIDTH-1:0] D_r_out2,
    input  logic [1:0] D_type_control,
    input  logic [6:0] D_opcode,
    input  logic [4:0] D_rd,
    input  logic D_is_div,
    input  logic [4:0] D_ra,
    input  logic [4:0] D_rb,
    output logic E_RegWrite,
    output logic E_PCTargetSrc,
    output logic [1:0] E_result_src,
    output logic E_mem_write,
    output logic [3:0] E_alu_control,
    output logic E_alu_srcA,
    output logic E_alu_srcB,
    output logic E_sign_ext_flag,
    output logic E_Branch,
    output logic E_Jump,
    output logic [2:0] E_branchType,
    output logic [DATA_WIDTH-1:0] E_pc_out,
    output logic [DATA_WIDTH-1:0] E_pc_out4,
    output logic [DATA_WIDTH-1:0] E_imm_ext,
    output logic [DATA_WIDTH-1:0] E_r_out1,
    output logic [DATA_WIDTH-1:0] E_r_out2,
    output logic [1:0] E_type_control,
    output logic [6:0] E_opcode,
    output logic [4:0] E_rd,
    output logic E_is_div,
    output logic [4:0] E_ra,
    output logic [4:0] E_rb,
    input  logic                  D_prediction_made,
    input  logic                  D_predicted_taken,
    input  logic [DATA_WIDTH-1:0] D_btb_PCtarget,
    output logic                  E_prediction_made,
    output logic                  E_predicted_taken,
    output logic [DATA_WIDTH-1:0] E_btb_PCtarget
);
    always_ff @(posedge clk) begin
        if (rst) begin
            E_RegWrite <= 0;
            E_PCTargetSrc <= 0;
            E_result_src <= 0;
            E_mem_write <= 0;
            E_alu_control <= 0;
            E_alu_srcA <= 0;
            E_alu_srcB <= 0;
            E_sign_ext_flag <= 0;
            E_Branch <= 0;
            E_Jump <= 0;
            E_branchType <= 0;
            E_pc_out <= 0;
            E_pc_out4 <= 0;
            E_imm_ext <= 0;
            E_r_out1 <= 0;
            E_r_out2 <= 0;
            E_type_control <= 0;
            E_rd <= 0;
            E_ra <= 0;
            E_rb <= 0;
            E_opcode <= 0;
            E_predicted_taken <= 0;
            E_prediction_made <= 0;
            E_btb_PCtarget <= 0;
            E_is_div <= 0;
        end 
        else if (CTRL_Flush || no_op) begin
            E_RegWrite <= 0;
            E_PCTargetSrc <= 0;
            E_result_src <= 0;
            E_mem_write <= 0;
            E_alu_control <= 0;
            E_alu_srcA <= 0;
            E_alu_srcB <= 0;
            E_sign_ext_flag <= 0;
            E_Branch <= 0;
            E_Jump <= 0;
            E_branchType <= 0;
            E_pc_out <= 0;
            E_pc_out4 <= 0;
            E_imm_ext <= 0;
            E_r_out1 <= 0;
            E_r_out2 <= 0;
            E_type_control <= 0;
            E_rd <= 0;
            E_ra <= 0;
            E_rb <= 0;
            E_opcode <= 0;
            E_predicted_taken <= 0;
            E_prediction_made <= 0;
            E_btb_PCtarget <= 0;
            E_is_div <= 0;
        end
        else if (D_E_en)
        begin
            E_RegWrite <= D_RegWrite;
            E_PCTargetSrc <= D_PCTargetSrc;
            E_result_src <= D_result_src;
            E_mem_write <= D_mem_write;
            E_alu_control <= D_alu_control;
            E_alu_srcA <= D_alu_srcA;
            E_alu_srcB <= D_alu_srcB;
            E_sign_ext_flag <= D_sign_ext_flag;
            E_Branch <= D_Branch;
            E_Jump <= D_Jump;
            E_branchType <= D_branchType;
            E_pc_out <= D_pc_out;
            E_pc_out4 <= D_pc_out4;
            E_imm_ext <= D_imm_ext;
            E_r_out1 <= D_r_out1;
            E_r_out2 <= D_r_out2;
            E_type_control <= D_type_control;
            E_rd <= D_rd;
            E_ra <= D_ra;
            E_rb <= D_rb;
            E_opcode <= D_opcode;
            E_predicted_taken <= D_predicted_taken;
            E_prediction_made <= D_prediction_made;
            E_btb_PCtarget <= D_btb_PCtarget;
            E_is_div <= D_is_div;
        end
    end
endmodule
==> flow/run.sh <==
#!/bin/bash
# OpenROAD 26Q1-2900-gdf79404cd8, Yosys 0.63+post, stock flow scripts
make -C /OpenROAD-flow-scripts/flow DESIGN_CONFIG=/design/flow/config.mk WORK_HOME=/design/flow/orfs finish
==> flow/config.mk <==
export PLATFORM = sky130hd
export DESIGN_NAME = D_E_reg
export DESIGN_NICKNAME = D_E_reg
export VERILOG_FILES = /design/flow/design.v
export SDC_FILE = /design/flow/constraint.sdc
export NUM_CORES = 4
export LEC_CHECK = 1
export CORE_AREA = 10 10 255 255
export DIE_AREA = 0 0 265 265
==> flow/constraint.sdc <==
current_design D_E_reg

set clk_period 7.7
set clk_io_pct 0.2

create_clock -name clk0 -period $clk_period [get_ports {clk}]

set non_clock_inputs [all_inputs -no_clocks]
set_input_delay [expr $clk_period * $clk_io_pct] -clock clk0 $non_clock_inputs
set_output_delay [expr $clk_period * $clk_io_pct] -clock clk0 [all_outputs]
==> report_table.html <==
<!-- implementation run metrics -->
<table>
<tr><th>Metric</th><th>Value</th></tr>
<tr><th colspan="2">Floorplan</th></tr>
<tr><td>Initial cell density of the core</td><td>0.1402</td></tr>
<tr><td>Total core area</td><td>slightly below 60,000 µm²</td></tr>
<tr><td>Die y size</td><td>265 µm</td></tr>
<tr><td>Std cell rows</td><td>roughly 89</td></tr>
<tr><td>Chip area</td><td>about 70,000 µm²</td></tr>
<tr><td>I/O Pins</td><td>477</td></tr>
<tr><td>Horizontal die dimension</td><td>about 270 µm</td></tr>
<tr><th colspan="2">Global route</th></tr>
<tr><td>First-pass GRT wire length</td><td>around 44,000 µm</td></tr>
<tr><td>Overall track demand over capacity in global routing</td><td>0.08121</td></tr>
<tr><td>Overflow after GRT</td><td>0</td></tr>
<tr><td>Number of antenna violations at the first check in global routing</td><td>0</td></tr>
<tr><td>Pin count of the biggest net entering global routing</td><td>between 90 and 100</td></tr>
<tr><td>Number of global-route vias before repair</td><td>roughly 7,100</td></tr>
<tr><th colspan="2">Placement</th></tr>
<tr><td>Port-buffer cells</td><td>roughly 480</td></tr>
<tr><td>Post-placement worst setup slack</td><td>around 3.6 ns</td></tr>
<tr><td>Cells after DPL</td><td>1,964</td></tr>
<tr><td>Placed Instance Area</td><td>approximately 14,000 µm²</td></tr>
<tr><td>Final weighted congestion in routability-driven placement</td><td>0.7760</td></tr>
<tr><td>Half-perimeter wire length after detailed placement</td><td>approximately 22,000 µm</td></tr>
<tr><th colspan="2">Clock tree</th></tr>
<tr><td>Sinks on Clock Net</td><td>approximately 240</td></tr>
<tr><td># Post-CTS Setup Buffers</td><td>0</td></tr>
<tr><td>Hold Buf Count CTS</td><td>0</td></tr>
<tr><td>Gates resized, CTS repair</td><td>0</td></tr>
<tr><td>Clock latency of the later-clocked register in the worst-skew pair</td><td>approximately 0.56 ns</td></tr>
<tr><td>TritonCTS clock tree</td><td>yes</td></tr>
<tr><td>Number of buffers added by the clock tree synthesis step</td><td>28</td></tr>
<tr><td>Clock transition at the registers of the reported paths</td><td>about 0.06 ns</td></tr>
<tr><td>Bufs on Longest Clock Path</td><td>3</td></tr>
<tr><td>CTS H-tree depth</td><td>1</td></tr>
<tr><td>Clock tree root driver cell</td><td>clkbuf_16</td></tr>
<tr><th colspan="2">Final timing</th></tr>
<tr><td>Largest clock skew in the final design</td><td>0 ns</td></tr>
<tr><td>Maximum clock frequency</td><td>about 280 MHz</td></tr>
<tr><td>Fin. Hold Viols</td><td>0</td></tr>
<tr><td>RSZ-0062 raised after global routing</td><td>no</td></tr>
<tr><td>Slew Viols, Final</td><td>0</td></tr>
<tr><td>Count of endpoints failing setup in the final report</td><td>0</td></tr>
<tr><td>Worst path setup slack after routing</td><td>approximately 4.1 ns</td></tr>
<tr><td>Sum of negative setup slack</td><td>0 ns</td></tr>
<tr><td>Share of the cycle needed by the critical path after routing</td><td>0.4618</td></tr>
<tr><td>Remaining max-slew budget at the tightest pin</td><td>0.4664</td></tr>
<tr><td>Shortest period the worst path allows</td><td>between 3 and 4 ns</td></tr>
<tr><td>Transition time at the pin with the least slew margin</td><td>~0.8 ns</td></tr>
<tr><th colspan="2">Logic synthesis</th></tr>
<tr><td>Cells in synth_stat.txt</td><td>around 760</td></tr>
<tr><td>FF+latch count, synth</td><td>approximately 240</td></tr>
<tr><td>Yosys synthesis warning count</td><td>1</td></tr>
<tr><td>Number of different library cells in the post-synthesis netlist</td><td>8</td></tr>
<tr><td>Post-synth seq share</td><td>0.5688</td></tr>
<tr><td>Cell Area, Synth</td><td>between 8000 and 9000 µm²</td></tr>
<tr><td>Post-Syn Area per Cell</td><td>10.91 µm²</td></tr>
<tr><td>Chip area line of the yosys report</td><td>between 8000 and 9000 µm²</td></tr>
<tr><td>Syn Inst Count</td><td>approximately 760</td></tr>
<tr><th colspan="2">Critical path</th></tr>
<tr><td>Highest cell delay on the worst timing path</td><td>between 0.6 and 0.7 ns</td></tr>
<tr><td>Critical Setup Path Class</td><td>in -&gt; reg</td></tr>
<tr><td>Required @ worst endpoint</td><td>roughly 8.1 ns</td></tr>
<tr><td>Critical Path Slowest Stage Cell</td><td>buf_4</td></tr>
<tr><td>Maximum net fanout on the critical path</td><td>~63</td></tr>
<tr><td>Endpoint arrival time on the critical path</td><td>3.97 ns</td></tr>
<tr><td>Cell chain of the critical path</td><td>clkdlybuf4s50_1 &gt; or3_4 &gt; buf_4 &gt; buf_4 &gt; nor2_1</td></tr>
<tr><td>Kind of launch point of the worst setup path</td><td>primary input</td></tr>
<tr><td>CP endpoint kind</td><td>flip-flop</td></tr>
<tr><td>Dominant cell type by count on the critical path</td><td>buf_4</td></tr>
<tr><th colspan="2">Detailed routing</th></tr>
<tr><td>Drt first-iter violations</td><td>327</td></tr>
<tr><td>Diodes inserted</td><td>0</td></tr>
<tr><td>Post-DRT Antenna Nets</td><td>0</td></tr>
<tr><td>Sum of routed wire length over all layers</td><td>around 30,000 µm</td></tr>
<tr><td>Routed length per instance</td><td>~15 µm</td></tr>
<tr><td>Number of vias in the routed layout</td><td>a little under 7,000</td></tr>
<tr><td>Remaining routing DRC violations</td><td>0</td></tr>
<tr><td>Detailed-routing iteration count for the pre-antenna-repair pass</td><td>4</td></tr>
<tr><td>Per-cell via count in the routed design</td><td>3.419</td></tr>
<tr><th colspan="2">Cells and area</th></tr>
<tr><td>Final non-filler cell area</td><td>~15,000 µm²</td></tr>
<tr><td>Relative area change from synthesis to final layout</td><td>77.54%</td></tr>
<tr><td>Non-filler instance count after layout</td><td>around 2,000</td></tr>
<tr><td>Most numerous logic cells after layout</td><td>clkdlybuf4s50_1 (475), dfxtp_1 (236), mux2i_1 (236), nor2_1 (236), clkbuf_16 (29)</td></tr>
<tr><td>Sequential Area</td><td>about 4700 µm²</td></tr>
<tr><td>Fraction of layout instances using a drive strength above 1</td><td>0.04197</td></tr>
<tr><td>Filler cell count</td><td>just over 6,000</td></tr>
<tr><td>Dominant logic cell type in the layout</td><td>clkdlybuf4s50_1</td></tr>
<tr><td>Area taken by multi-input logic gates</td><td>about 3300 µm²</td></tr>
<tr><th colspan="2">Flow run</th></tr>
<tr><td>Number of warning messages in the logs</td><td>25</td></tr>
<tr><td>Maximum Capacitance Violations</td><td>0</td></tr>
<tr><th colspan="2">Min path</th></tr>
<tr><td>Hold/Removal Path Class</td><td>reg -&gt; reg</td></tr>
<tr><th colspan="2">Status</th></tr>
<tr><td>Run status</td><td>completed</td></tr>
<tr><th colspan="2">Pwr</th></tr>
<tr><td>Worst voltage drop across the vdd grid</td><td>0.0001797 V</td></tr>
<tr><td>Leakage power</td><td>about 5.8 nW</td></tr>
<tr><td>Post-route total power</td><td>~3 mW</td></tr>
<tr><td>Power density over the cells</td><td>198.6 nW/µm²</td></tr>
</table>
## power by group
part / internal (mW) / switching (mW) / total (mW)
Clock: 0.856 / 0.519 / 1.38
Sequential: 1.24 / 0.0118 / 1.26
Combinational: 0.200 / 0.0974 / 0.297
## logic make-up (layout without fill, tap and decap cells)
logic type | count (synthesis) | in the layout | synth area share
and+or+nand+nor | 237 | 237 | 0.1074
muxes | 236 | 236 | 0.2844
DFF | 236 | 236 | 0.5688
buffers and inverters | 52 | 530 | 0.03932
## cell usage after synthesis
library cell,number,area [µm²]
clkbuf_1,9,33.78
mux2i_1,236,2362
nor2_1,236,885.9
buf_2,30,150.1
buf_4,1,7.510
or3_1,1,6.260
buf_6,12,135.1
dfxtp_1,236,4725
## area by class of cell
cell class,instances,share of cell area
clock buffer,41,0.05770
timing repair buffer,482,0.3274
sequential,236,0.3204
multi-input combinational,473,0.2210
tap,773,0.06559
clock inverter,7,0.007891
## state kept, by name, indices dropped and copies added (netlist names), 5 cells and up
signal          cells
E_r_out1           32
E_rd                5
E_pc_out4          32
E_imm_ext          32
E_rb                5
E_opcode            7
E_r_out2           32
E_pc_out           32
E_btb_PCtarget     32
E_ra                5
## worst max-delay path: cells and delay by family
kind | cells | cell delay (ns)
buf+inv | 3 | 1.70
simple gates | 2 | 0.54
## per-layer routing
layer | track usage | part of all wire
met4 | 0.02190 | 0.031
met5 | 0 | 0
met2 | 0.1298 | 0.45
met3 | 0.04018 | 0.12
met1 | 0.09584 | 0.40
## path summary, 6_finish.rpt
check | endpoint | start | cells past startpoint | slack [ns]
setup reg to reg | E_pc_out4[3] | E_pc_out4[3] | 2 | 7.02
hold reg to reg | E_ra[4] | E_ra[4] | 2 | 0.49
setup / recovery | E_r_out1[25] | no_op | 5 | 4.14
hold / removal | E_ra[4] | E_ra[4] | 2 | 0.49
## through the flow
stage	hold WS [ns]	util
6_report	0.4879	0.2489
3_3_place_gp	0.4714	0.2326
2_1_floorplan	0.4365	-
3_5_place_dp	0.4805	0.2326
5_1_grt	0.5075	0.2489
4_1_cts	0.4941	0.2489
Power is estimated from default activity; no workload was simulated.
